--- flow/config.mk ---
export PLATFORM = sky130hd
export DESIGN_NAME = SRAM_Controller
export DESIGN_NICKNAME = SRAM_Controller
export VERILOG_FILES = /design/flow/design.v
export SDC_FILE = /design/flow/constraint.sdc
export NUM_CORES = 4
export LEC_CHECK = 1
export CORE_AREA = 10 10 71 71
export DIE_AREA = 0 0 81 81
--- flow/run.sh ---
#!/bin/bash
# OpenROAD 26Q1-2900-gdf79404cd8, Yosys 0.63+post, stock flow scripts
make -C /OpenROAD-flow-scripts/flow DESIGN_CONFIG=/design/flow/config.mk WORK_HOME=/design/flow/orfs finish
--- flow/design.v ---
module Multiplier #(parameter N) (clk, rst, inp, weight, out);
	input clk, rst;
	input [N-1:0] inp, weight;
	output reg [N-1:0] out;
	always @(posedge clk, posedge rst) begin
		if(rst) out <= 0;
		else out <= inp * weight;
	end
endmodule
module Adder #(parameter N) (inp, reg1, out);
	input [N-1:0] inp, reg1;
	output [N-1:0] out;
	assign out = inp + reg1;
endmodule
module ReLu #(parameter N)(clk, rst, inp, out);  
	input clk, rst;
	input [N-1:0] inp;
	output reg[N-1:0] out;	
	always @(posedge clk, posedge rst) begin
		if(rst) out <= 0;
		else if (inp > 0) out <= inp;
		else out <= 0;
	end
endmodule
module Quantizer #(parameter N) (fixed_in, quantized_out);
	input [N-1:0] fixed_in;
    	output [(N/2)-1:0] quantized_out;
	wire [1:0] int_part;
	wire [N-3:0] frac_part;
	wire reduced_int_part;
	wire [(N-2)/2-1:0] reduced_frac_part;
	assign int_part = fixed_in[N-1:N-2];
	assign reduced_int_part = int_part[1]; 
	assign frac_part = fixed_in[N-3:0];
	assign reduced_frac_part = frac_part[N-3:(N-2)/2-1];
    	assign quantized_out = {reduced_int_part, reduced_frac_part};
endmodule
module Register #(parameter N)(clk, rst, inp, out);
	input clk, rst;
	input [N-1:0] inp;
	output reg [N-1:0] out;
	always @(posedge clk, posedge rst) begin
		if (rst) out <= 0;
		else out <= inp;
	end
endmodule
module Demux #(parameter N)(weight, sel, out0, out1);
	input [N-1:0] weight;
	input sel;
	output reg [N-1:0] out0, out1;
	always @(weight, sel) begin
		{out0 , out1} <= 0;
		case(sel)
			1'b0: out0 <= weight;
			1'b1: out1 <= weight;
		endcase
	end
endmodule
module SRAM #(parameter N) (clk, rst, write_data, write_addr, read_addr, wr_en, rd_en, full_write, full_read, read_data);
	input clk, rst;
	input [N-1:0] write_data;
	input [7:0] write_addr, read_addr;
	input wr_en, rd_en;
	output reg full_write, full_read;
	output reg [N-1:0] read_data;
	reg [N-1:0] sram [0:255];
	integer i;
	always @(posedge clk, posedge rst) begin
		if(rst) begin 
			 full_read <= 1'b0; read_data <= 0;
		end
		else if (rd_en) begin 
			read_data <= sram[read_addr];
			if(read_addr == 8'd255) full_read = 1'b1;
			else full_read <= 1'b0;
		end
		else read_data <= read_data;
	end
	always @(posedge clk, posedge rst) begin
		if (rst) begin 
			full_write <= 1'b0;
			for(i = 0; i < 256; i=i+1'b1)
				sram[i] = 0;
		end
		else if (wr_en) begin 
			sram[write_addr] <= write_data;
			if (write_addr == 8'd255) full_write = 1'b1;
			else full_write <= 1'b0;
		end
	end
endmodule
module SRAM_Controller (
    input  wire         clk,         
    input  wire         rst,          
    input  wire [15:0]  weights_in,   
    input  wire         weights_valid,
    output wire [15:0]  weights_out,  
    output reg          sram_sel     
);
    reg [15:0] sram1 [0:255];   
    reg [15:0] sram2 [0:255];   
    reg [7:0] addr_write;       
    reg [7:0] addr_read;        
    reg active_compute;         
    always @(posedge clk or posedge rst) begin
        if (rst) begin
            addr_write <= 8'd0;
            sram_sel <= 1'b0;
        end else if (weights_valid) begin
            if (!sram_sel) begin
                sram1[addr_write] <= weights_in;  
            end else begin
                sram2[addr_write] <= weights_in;  
            end
            addr_write <= addr_write + 1;
        end
    end
    always @(posedge clk or posedge rst) begin
        if (rst) begin
            addr_read <= 8'd0;
            active_compute <= 1'b0;
        end else begin
            if (active_compute) begin
                addr_read <= addr_read + 1;
            end
        end
    end
    always @(posedge clk or posedge rst) begin
        if (rst) begin
            active_compute <= 1'b0;
            sram_sel <= 1'b0;
        end else if (addr_write == 8'd255) begin
            active_compute <= 1'b1;
            sram_sel <= ~sram_sel;  
            addr_write <= 8'd0;     
            addr_read <= 8'd0;      
        end else if (addr_read == 8'd255) begin
            active_compute <= 1'b0;
        end
    end
    assign weights_out = (!sram_sel) ? sram1[addr_read] : sram2[addr_read];
endmodule
--- flow/constraint.sdc ---
current_design SRAM_Controller

set clk_period 2.9
set clk_io_pct 0.2

create_clock -name clk0 -period $clk_period [get_ports {clk}]

set non_clock_inputs [all_inputs -no_clocks]
set_input_delay [expr $clk_period * $clk_io_pct] -clock clk0 $non_clock_inputs
set_output_delay [expr $clk_period * $clk_io_pct] -clock clk0 [all_outputs]
==> impl_metrics.sql <==
-- implementation run metrics
INSERT INTO impl_metrics (metric_group, metric, value, unit) VALUES
('worst_hold_path', 'hold_removal_path_class', 'in -> reg', ''),
('cells_and_area', 'final_cells', '103', ''),
('outcome', 'status', 'complete, no violations', ''),
('worst_setup_path', 'critical_path_peak_fanout', '1', ''),
('global_routing', 'grt_antenna_before_repair', '0', ''),
('timing', 'drv_slew', '0', ''),
('worst_setup_path', 'cp_slowest_stage_delay', '0.47', 'ns'),
('cts', 'cts_tree', 'yes', ''),
('cts', 'clkSinkCount', '16', ''),
('cells_and_area', 'multi_input_comb_area', '17.5', 'µm²'),
('timing', 'finalClockPeriodUsage', '55.5', '%'),
('cells_and_area', 'largest_registers', 'sram1 (16)', ''),
('global_routing', 'global_route.overflow_total', '0', ''),
('cts', 'post-cts-setup-buffers', '0', ''),
('routing', 'postRouteAntennaNets', '0', ''),
('worst_setup_path', 'critical_path.cell_chain', 'clkdlybuf4s50_1', ''),
('cells_and_area', 'largest_register_ff_count', '16', ''),
('floorplan', 'chipWidth', '81', 'µm'),
('yosys', 'synthesis.instances', '19', ''),
('floorplan', 'num_io_pins', '36', ''),
('pwr', 'total_power', '0.485', 'mW'),
('floorplan', 'number_of_rows_created_at_floorplan', '22', ''),
('global_routing', 'global_route_wire_length_before_repair', '1660', 'µm'),
('yosys', 'synth.cellmix.xorXnorShare', '0', '%'),
('cells_and_area', 'register_area', '480', 'µm²'),
('timing', 'final.min_clock_period', '1.61', 'ns'),
('pwr', 'cellLeakagePower', '0.315', 'nW'),
('timing', 'setup_viol_count_final', '0', ''),
('worst_setup_path', 'critical_path_buf_inv_count', '1', ''),
('yosys', 'synthSimpleGateAreaFrac', '2.72', '%'),
('yosys', 'synthesis.area_per_instance', '26.6', 'µm²'),
('yosys', 'synth-warning-count', '39', ''),
('placed_design', 'placement.setup.worst_slack', '1.07', 'ns'),
('routing', 'drt_iter0_drc', '4', ''),
('cells_and_area', 'drive_gt1_share', '7.27', '%'),
('yosys', 'synth-area-yosys', '505', 'µm²'),
('routing', 'detail_route.vias_per_cell', '2.81', ''),
('cells_and_area', 'cell_area_after_layout', '940', 'µm²'),
('yosys', 'synth_area', '505', 'µm²'),
('routing', 'drc', '0', ''),
('floorplan', 'initial_core_utilization', '13.9', '%'),
('timing', 'worst_slack', '1.29', 'ns'),
('cts', 'cts.reportedPaths.clkPinSlew', '0.06', 'ns'),
('placed_design', 'gp_routability_congestion', '0.713', ''),
('timing', 'timing.setup.tns', '0', 'ns'),
('worst_setup_path', 'arrival', '1.03', 'ns'),
('cts', 'cts_max_level', '1', ''),
('placed_design', 'place.port_buffers', '34', ''),
('global_routing', 'vias_in_the_first_global_route', '313', ''),
('worst_setup_path', 'critical_path_class', 'reg -> out', ''),
('yosys', 'compound_share_synth', '0', '%'),
('cts', 'clockRootBuffer', 'sky130_fd_sc_hd__clkbuf_8', ''),
('cts', 'cts_made_buffers', '3', ''),
('cts', 'ctsHoldBuffers', '0', ''),
('cells_and_area', 'final_cell_mix', 'sky130_fd_sc_hd__clkdlybuf4s50_1 (34), sky130_fd_sc_hd__edfxtp_1 (16), sky130_fd_sc_hd__clkbuf_8 (3)', ''),
('placed_design', 'placed_cells_incl_taps', '100', ''),
('routing', 'via_count', '289', ''),
('yosys', 'synth_flops', '16', ''),
('yosys', 'post_synthesis_mux_area_share', '0', '%'),
('job', 'drv_cap', '0', ''),
('floorplan', 'core-area', '0.00363', 'mm²'),
('global_routing', 'grt.total_usage', '3.63', '%'),
('yosys', 'synth.logic.top_family', 'simple AND/OR/NAND/NOR gates', ''),
('pwr', 'power_density', '516', 'mW/mm²'),
('cells_and_area', 'mostFrequentLayoutCell', 'sky130_fd_sc_hd__clkdlybuf4s50_1', ''),
('timing', 'hold_viol_final', '0', ''),
('routing', 'routed_wl_per_cell', '12.1', 'µm'),
('worst_setup_path', 'crit_slowest_cell', 'sky130_fd_sc_hd__clkdlybuf4s50_1', ''),
('placed_design', 'post_dp_cell_area', '898', 'µm²'),
('cells_and_area', 'fillCellCount', '378', ''),
('cells_and_area', 'regMostFlops', 'sram1', '');
[logic make-up (layout without fill, tap and decap cells)]
kind of cell           Yosys count  after routing
other                            1              1
and+or+nand+nor                  1              1
buffers and inverters            1             37
DFF                             16             16
[path summary, 6_finish.rpt]
kind,from,end,slack [ns],depth (start not counted)
max,sram1[0][5],weights_out[5],1.29,1
min,weights_in[11],sram1[0][11],0.89,1
[synth_stat cells]
master,count,share of area (%)
sky130_fd_sc_hd__edfxtp_1,16,95
sky130_fd_sc_hd__buf_4,1,1.5
sky130_fd_sc_hd__conb_1,1,0.74
sky130_fd_sc_hd__nor2b_4,1,2.7
[layout make-up]
cell class,count,share of cell area [%]
Clock buffer,3,4.39
Timing Repair Buffer,34,36.2
Sequential cell,16,51.1
Multi-Input combinational cell,2,1.86
Tap cell,48,6.39
[stage by stage]
stage | utilization (%) | hold slack, ns
after floorplan | - | 0.679
after global routing | 25.9 | 0.888
after CTS | 25.9 | 0.887
after global placement | 24.7 | 1.14
final | 25.9 | 0.891
after detailed placement | 24.7 | 1.14
[layer usage]
layer | vias to the layer above | global-route usage [%] | part of all wire [%]
met5 | - | 0 | 0
met2 | 24 | 6.45 | 48
met3 | 0 | 3.34 | 18
met4 | 0 | 0 | 0
met1 | 123 | 3.13 | 34
li1 | 142 | - | -
[power by group]
part	leakage [nW]	total, mW	internal (mW)	switching (mW)
Clock	0.0216	0.155	0.0916	0.0635
Combinational	0.144	0.0550	0.0447	0.0103
Sequential	0.150	0.275	0.272	0.00320
Total	0.315	0.485	0.408	0.0770
Power and IR drop assume default switching activity.
